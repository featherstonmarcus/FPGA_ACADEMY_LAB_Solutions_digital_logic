**flow/design.v**
```verilog
module fsm(clk, rst, w, z);
localparam [3:0] A = 4'h0;
localparam [3:0] B = 4'h1;
localparam [3:0] C = 4'h2;
localparam [3:0] D = 4'h3;
localparam [3:0] E = 4'h4;
localparam [3:0] F = 4'h5;
localparam [3:0] G = 4'h6;
localparam [3:0] H = 4'h7;
localparam [3:0] I = 4'h8;
input clk,rst,w;
output reg z;
reg [3:0] state;
reg[3:0] next_state;
always @(posedge clk, negedge rst)
begin
	if(~rst)
		state <= A;
	else
		state <= next_state;
end
always @(state, w)
begin
	next_state = A;
	z = 1'b0;
	case(state)
		A:
		begin
			if(w)
				next_state =F;
			else
			    next_state = B;
		end
		B:
		begin		
			if(w)
				next_state = F;
			else
				next_state = C;
		end
		C:
		begin
			if(w)
				next_state = F;
			else
				next_state = D;
		end
		D:
		begin
			if(w)
				next_state = F;
			else
				next_state = E;
		end
		E:
		begin
			z = 1'b1;
			if(w)
				next_state = F;
			else
				next_state = E;
		end
		F:
		begin
			if(w)
				next_state = G;
			else
				next_state = B;
		end
		G:
		begin
			if(w)
				next_state = H;
			else
				next_state = B;
		end
		H:
		begin
			if(w)
				next_state = I;
			else
				next_state = B;
		end
		I:
		begin
			z = 1'b1;
			if(w)
				next_state = I;
			else
				next_state = B;
		end
		default:
			next_state = A;
	endcase
end
endmodule
```
**flow/run.sh**
```bash
#!/bin/bash
# OpenROAD 26Q1-2900-gdf79404cd8, Yosys 0.63+post, stock flow scripts
make -C /OpenROAD-flow-scripts/flow DESIGN_CONFIG=/design/flow/config.mk WORK_HOME=/design/flow/orfs finish
```
**flow/config.mk**
```make
export PLATFORM = sky130hd
export DESIGN_NAME = fsm
export DESIGN_NICKNAME = fsm
export VERILOG_FILES = /design/flow/design.v
export SDC_FILE = /design/flow/constraint.sdc
export NUM_CORES = 4
export LEC_CHECK = 1
export CORE_AREA = 10 10 70 70
export DIE_AREA = 0 0 80 80
```
**flow/constraint.sdc**
```tcl
current_design fsm

set clk_period 1.6
set clk_io_pct 0.2

create_clock -name clk0 -period $clk_period [get_ports {clk}]

set non_clock_inputs [all_inputs -no_clocks]
set_input_delay [expr $clk_period * $clk_io_pct] -clock clk0 $non_clock_inputs
set_output_delay [expr $clk_period * $clk_io_pct] -clock clk0 [all_outputs]
```
==> results.sh <==
# source this file to load flow results
export IMPL_yosys_warnings=1
export IMPL_cp_max_fo=2
export IMPL_ctsHoldBuffers=0
export IMPL_topCellsByArea="dfrtp_1 64%, dfstp_2 8.4%, and2_1 4.0%, nor2b_1 4.0%, nor2_4 3.6%"
export IMPL_synthToLayoutAreaGrowth_pct=42.0
export IMPL_drt_wirelength_per_cell_um=6.51
export IMPL_p_leak_nw=0.207
export IMPL_powerDensity_mw_per_mm2=1020
export IMPL_critPathRequiredTime_ns=1.28
export IMPL_p_comb_share_pct=8.1
export IMPL_top_cell="dfrtp_1"
export IMPL_drive_above_1_share_pct=24.2
export IMPL_fin_skew_ns=0.00205
export IMPL_grt_pass1_vias=202
export IMPL_clkSinkCount=9
export IMPL_final_comb_area_um2=82.6
export IMPL_clock_path_buffers=2
export IMPL_top_register="state"
export IMPL_outcome="finished, final reports clean"
export IMPL_clk_pin_slew_ns=0.06
export IMPL_yosys_cell_types_count=12
export IMPL_die_h_um=80
export IMPL_grt_setup_unrepaired="no"
export IMPL_switching_share_pct=21.3
export IMPL_wirelength_um=514
export IMPL_hp_class="in2async"
export IMPL_place_congestion=0.714
export IMPL_clock_latency_ns=0.26
export IMPL_synthesis_area_um2=313
export IMPL_final_min_clock_period_ns=1.30
export IMPL_rows=21
export IMPL_post_route_drc_count=0
export IMPL_final_period_utilization_pct=81.2
export IMPL_first_pass_iters=2
export IMPL_drtAntennaViolNets=0
export IMPL_antenna_found_initial=0
export IMPL_grt_overflow=0
export IMPL_drt_iter0_markers=13
export IMPL_htreeDepth=1
export IMPL_drv_cap=0
export IMPL_cts_root_buffer="clkbuf_4"
export IMPL_crit_chain="or2_1, dlymetal6s2s_1"
export IMPL_dieWidth_um=80
export IMPL_crit_type="reg2out"
export IMPL_synth_top_cell_by_area="dfrtp_1"
export IMPL_dr_total_vias=196
export IMPL_grt_pass1_wl_um=841
export IMPL_slew_violations=0
export IMPL_fin_tns_setup_ns=0
export IMPL_yosysCellCount=24
export IMPL_cp_slowest_cell="dfrtp_1"
export IMPL_cts_tree="done"
export IMPL_n_antenna_cell=0
export IMPL_fmaxAchievable_mhz=770
export IMPL_synth_cells=24
export IMPL_grt_max_degree=10
export IMPL_io_pins=4
export IMPL_finalSetupViolations=0
export IMPL_fin_util_pct=13.0
export IMPL_top_regs="state x9"
export IMPL_yosysSeqAreaShare_pct=72.4
export IMPL_endpoint_kind="output port"
export IMPL_finalPower_mw=0.454
export IMPL_cp_slowest_stage_delay_ns=0.37
export IMPL_finalHoldViolCount=0
export IMPL_fill_cells=391
export IMPL_initial_core_util_pct=9.16
export IMPL_p_switching_mw=0.0968
export IMPL_ys_async_sr_fraction_pct=100
export IMPL_crit_arrival_ns=0.98
export IMPL_irDropWorstVdd_v=0.000288
export IMPL_flop_cell="dfrtp_1"
export IMPL_largest_reg_flops=9
export IMPL_rr_worst_depth=4
export IMPL_fp_coreArea_mm2=0.00342
export IMPL_p_int_mw=0.357
export IMPL_grt_usage_pct=1.82
export IMPL_cp_start_kind="flop"
export IMPL_top_cell_area_share_pct=64.0
export IMPL_tool_warnings=25
export IMPL_ys_seq_elements=9
export IMPL_yosys_area_um2=313
export IMPL_port_buffers=3
export IMPL_routed_via_density=2.48
export IMPL_pwr_share_clk_pct=37.3
export IMPL_share_seq_of_total_power_pct=54.6
export IMPL_dieArea_mm2=0.00640
export IMPL_synth_avg_cell_area_um2=13.0
export IMPL_cts_inserted_buffers=3
export IMPL_edf_count=0
export IMPL_seqCellArea_um2=226
per-stage QoR:
stage | instance area (um^2) | std cells | worst slack [ns] | hold WS, ns
6_report | 444 | 79 | 0.301 | 0.351
5_1_grt | 444 | 79 | 0.253 | 0.379
4_1_cts | 442 | 79 | 0.00834 | 0.354
3_5_place_dp | 400 | 73 | 0.272 | 0.473
3_3_place_gp | 400 | 73 | 0.277 | 0.471
2_1_floorplan | 313 | 24 | 0.720 | 0.0244
power groups by stage:
stage         Combinational [mW]  Clock, mW  Sequential (mW)
CTS                       0.0381      0.176            0.248
finish                    0.0367      0.169            0.248
global route              0.0419      0.191            0.249
critical path: cells and delay by family (launching register included):
family / cells / cell delay, ns
AND/OR/NAND/NOR: 1 / 0.22
buffers and inverters: 1 / 0.13
flip-flops: 1 / 0.37
repair_timing:
| action | CTS | global route |
|---|---|---|
| resized | 0 | 1 |
| setup endpoints to repair | 1 | 1 |
| pin swaps | 0 | 0 |
| setup buffers | 2 | 0 |
cell usage in the layout, fill, tap and decap left out:
| master | n |
|---|---|
| clkbuf_4 | 3 |
| conb_1 | 1 |
| dlymetal6s2s_1 | 1 |
| nor3_1 | 2 |
| and2_1 | 2 |
| nor2_4 | 1 |
| clkbuf_1 | 1 |
| o21ai_2 | 1 |
| or2_1 | 1 |
| a21oi_1 | 2 |
| clkdlybuf4s50_1 | 2 |
| nor2b_1 | 2 |
| dfstp_2 | 1 |
| dfrtp_1 | 8 |
| inv_1 | 1 |
| buf_4 | 2 |
| nor2_1 | 2 |
cells by family (layout without fill, tap and decap cells):
family | after synthesis | after routing | synth area share [%]
other | 1 | 1 | 1.20
DFF | 9 | 9 | 72.4
buffers and inverters | 1 | 10 | 1.20
AOI/OAI and AO/OA | 3 | 3 | 6.00
and+or+nand+nor | 10 | 10 | 19.2
metal layers:
metal	part of all wire (%)	GRT usage, %	routed length (um)
met5	0	0	0
met4	1.9	0.528	10
met2	33	1.61	172
met3	22	2.95	113
met1	42	1.97	217
final timing paths:
kind / from / endpoint / slack, ns
setup / recovery: state[1] / z / 0.30
hold / removal: rst / state[2] / 0.35
setup reg to reg: state[2] / state[5] / 0.68
hold reg to reg: state[4] / state[8] / 0.48
max in group asynchronous: rst / state[0] / 0.93
min in group clk0: state[4] / state[8] / 0.48
layout make-up:
class,instances,share of cell area [%]
Clock buffer,4,5.92
Inverter,1,0.845
Multi-Input combinational cell,14,18.6
Sequential cell,9,51.0
Tap cell,46,13.0
Timing Repair Buffer,5,10.7
Power is estimated from default activity; no workload was simulated.
