`run.sh`:
```
#!/bin/bash
# OpenROAD 26Q1-2900-gdf79404cd8, Yosys 0.63+post, stock flow scripts
make -C /OpenROAD-flow-scripts/flow DESIGN_CONFIG=/design/flow/config.mk WORK_HOME=/design/flow/orfs finish
```
`config.mk`:
```
export PLATFORM = sky130hd
export DESIGN_NAME = part5
export DESIGN_NICKNAME = part5
export VERILOG_FILES = /design/flow/design.v
export SDC_FILE = /design/flow/constraint.sdc
export NUM_CORES = 4
export LEC_CHECK = 1
export CORE_AREA = 10 10 70 70
export DIE_AREA = 0 0 80 80
```
`constraint.sdc`:
```
current_design part5

set clk_period 8.6
set clk_io_pct 0.2

create_clock -name clk0 -period $clk_period

set non_clock_inputs [all_inputs -no_clocks]
set_input_delay [expr $clk_period * $clk_io_pct] -clock clk0 $non_clock_inputs
set_output_delay [expr $clk_period * $clk_io_pct] -clock clk0 [all_outputs]
```
`design.v`:
```
module part5(SWA,SWB, cin, HEX, err);
	input [3:0] SWA, SWB;
	input cin;
	output [27:0] HEX;
	output err;
	wire [6:0] a_encd, b_encd, sum1_encd, sum0_encd;  
	wire [3:0] sum1, sum0;
	wire zA, zB;
	assign zA = SWA[3]&SWA[2] | SWA[3]&SWA[1];  
	assign zB = SWB[3]&SWB[2] | SWB[3]&SWB[1];  
	assign err = zA | zB;
	assign HEX[27:21] = a_encd;
	assign HEX[20:14] = b_encd;
	assign HEX[13:7]  = sum1_encd;
	assign HEX[6:0]    = sum0_encd;
	bcd_alg BCD_ADDER(SWA, SWB, cin, sum1, sum0);
	sevsegdec SUM1_S(sum1,sum1_encd);
	sevsegdec SUM0_S(sum0,sum0_encd);
	sevsegdec A_7SEG(SWA, a_encd);
	sevsegdec B_7SEG(SWB, b_encd);
endmodule
module bcd_alg(A, B, cin, sum1, sum0);
	input [3:0] A, B;
	input cin;
	output [3:0] sum1, sum0;
	wire [4:0] total_sum;
	wire [4:0] Z;   
	wire [4:0] sum_carry;
	assign total_sum = {1'b0,A} + {1'b0,B} +cin;
	assign Z = (total_sum > 9) ?  5'b10110 :  5'b00000;
	assign sum1 = (total_sum > 9) ? 4'b0001 : 4'b0000;
	assign sum_carry = (total_sum + Z);
	assign sum0 = sum_carry[3:0];
endmodule
module sevsegdec(in, out);
	input [3:0] in;
	output reg [6:0] out;
	always @(in)
	begin
		case(in)
		4'b0000: out = 7'h40;
		4'b0001: out = 7'h79;
		4'b0010: out = 7'h24;
		4'b0011: out = 7'h30;
		4'b0100: out = 7'h19;
		4'b0101: out = 7'h12;
		4'b0110: out = 7'h02;
		4'b0111: out = 7'h78;
		4'b1000: out = 7'h00;
		4'b1001: out = 7'h18;
		default: out = 7'hXX;
		endcase
	end
endmodule
```
==> impl_metrics.env <==
# flow metrics
export IMPL_crit_path_max_incr_delay_ns=0.56
export IMPL_hp_class="input port to output port"
export IMPL_hold_ws_ns=4.49
export IMPL_cp_arrival_ns=5.65
export IMPL_wl_per_cell_um=10.8
export IMPL_final_cell_area_um2=1160
export IMPL_drc=0
export IMPL_combPwrFrac_pct=100.0
export IMPL_hpwl_um=1720
export IMPL_globalRouteMet2Util_pct=9.55
export IMPL_placeableCoreArea_um2=3420
export IMPL_slew_viol_final=0
export IMPL_warning_count=47
export IMPL_start_kind="input port"
export IMPL_required_ns=6.88
export IMPL_synthesis_area_um2=797
export IMPL_pre_cts_slack_ns=1.15
export IMPL_grt_usage_pct=5.93
export IMPL_seqPwrFrac_pct=0
export IMPL_ys_seq_share_pct=0
export IMPL_ys_cells=104
export IMPL_maxCapViolations=0
export IMPL_synth_area_yosys_um2=797
export IMPL_drive_gt1_share_pct=6.02
export IMPL_syn_to_final_growth_pct=45.4
export IMPL_seq_cells=0
export IMPL_internal_power_uw=76.5
export IMPL_vias_per_cell=4.03
export IMPL_postCtsHoldBufs=0
export IMPL_die_x_um=80
export IMPL_grt_max_degree=9
export IMPL_postCtsSetupRepairBufs=0
export IMPL_synth_cell_types=24
export IMPL_grt_pass1_vias=722
export IMPL_post_route_period_util_pct=85.7
export IMPL_p_leak_nw=0.549
export IMPL_synthCells=104
export IMPL_final_hold_viol_count=0
export IMPL_net_switching_power_uw=58.1
export IMPL_status="finished clean"
export IMPL_routed_wl_um=1940
export IMPL_p_total_uw=135
export IMPL_grt_util_met3_pct=2.61
export IMPL_placed_cell_area_um2=1160
export IMPL_relSlewSlack_pct=54.2
export IMPL_setup_ws_ns=1.23
export IMPL_grt_use_met1_pct=7.58
export IMPL_io_buffers=35
export IMPL_yosysWarnings=1
export IMPL_tightest_slew_ns=0.680
export IMPL_clkPwrFrac_pct=0
export IMPL_switching_share_pct=43.2
export IMPL_busiest_layer="met2"
export IMPL_nClkBuffers=0
export IMPL_worst_path_max_delay_cell="clkdlybuf4s50_1"
export IMPL_cts_resized_gates=0
export IMPL_antenna_cells=0
export IMPL_place_congestion=0.810
export IMPL_fillCellCount=373
export IMPL_fin_tns_setup_ns=0
export IMPL_rsz0062_at_grt="no"
export IMPL_dr_total_vias=722
export IMPL_max_freq_mhz=136
export IMPL_grt_pass1_wl_um=3330
export IMPL_path_common_cell="fa_1"
export IMPL_chipArea_um2=6400
export IMPL_period_minus_slack_ns=7.37
export IMPL_std_cell_rows=21
export IMPL_firstDrtPassIters=4
export IMPL_antenna_found_initial=0
export IMPL_seq_area_um2=0
export IMPL_crit_type="input port to output port"
export IMPL_fp_util_pct=23.3
export IMPL_path_max_fanout=8
export IMPL_overflow=0
export IMPL_synth_avg_cell_area_um2=7.66
export IMPL_io_pins=38
export IMPL_peakVddDrop_uv=33.5
export IMPL_cp_cell_sequence="clkdlybuf4s50_1 -> inv_1 -> fa_1 -> inv_1 -> fa_1 -> xor2_1 -> nor2_1 -> o21ai_0 -> ha_1 -> fa_1 -> o21ai_2 -> mux2i_1 -> clkdlybuf4s50_1"
export IMPL_ant_nets=0
export IMPL_setup_viol=0
export IMPL_die_h_um=80
export IMPL_endpoint_kind="output port"
export IMPL_power_per_cell_area_nw_per_um2=116
export IMPL_drt_iter0_markers=10
[cells in the final DEF (no fill, tap or decap)]
cell type / n
nor2b_1: 1
a21oi_1: 9
o21ai_0: 8
a21o_2: 1
fa_1: 3
nor3b_1: 2
xor2_1: 1
and3_4: 1
conb_1: 3
a21oi_2: 2
nor2_4: 1
xnor2_1: 2
o21ai_2: 1
nand2b_1: 2
nor2_1: 11
o21bai_1: 2
mux2i_1: 5
ha_1: 22
inv_1: 12
clkdlybuf4s50_1: 35
nand2_1: 7
nand3b_2: 1
nor3b_2: 1
[area by class of cell]
type	count	area (µm²)	area share, %
repair buffers	35	350	30.2
inverters	12	45.0	3.89
multi-input cells	86	706	60.9
well taps	46	57.6	4.97
[worst paths after layout]
check,from,end,slack (ns),depth (start not counted)
setup / recovery,SWA[0],HEX[4],1.23,13
hold / removal,SWA[0],HEX[24],4.49,4
[worst max-delay path, delay by kind of cell]
| kind | cells | cell delay (ns) |
|---|---|---|
| mux | 1 | 0.20 |
| simple gates | 1 | 0.06 |
| compound gates | 2 | 0.70 |
| xor+xnor | 1 | 0.24 |
| fa+ha+maj | 4 | 1.45 |
| buf+inv | 4 | 1.27 |
[layer usage]
metal | up-vias | routed length [µm] | share of wire [%]
li1 | 388 | - | -
met1 | 312 | 848 | 44
met2 | 22 | 863 | 44
met3 | 0 | 229 | 12
met4 | 0 | 0 | 0
met5 | - | 0 | 0
[Yosys cell counts]
cell	count	share of area, %
inv_1	12	5.7
ha_1	22	35
nand2_1	7	3.3
nor3b_1	2	1.9
nand2b_1	2	1.6
nor2_4	1	1.4
a21oi_1	9	5.7
o21ai_2	1	1.1
and3_4	1	1.4
o21ai_0	8	5.0
fa_1	3	7.5
xor2_1	1	1.1
nor2_1	11	5.2
buf_4	6	5.7
buf_2	1	0.63
a21o_2	1	1.1
mux2i_1	5	6.3
nor3b_2	1	1.6
nor2b_1	1	0.79
a21oi_2	2	2.2
conb_1	2	0.94
xnor2_1	2	2.2
nand3b_2	1	1.4
o21bai_1	2	1.9
[cell families (layout without fill, tap and decap cells)]
group | count (synthesis) | in the layout | share of synthesized area [%]
buf+inv | 19 | 47 | 11.9
simple gates | 27 | 27 | 18.5
mux | 5 | 5 | 6.28
xor+xnor | 3 | 3 | 3.30
compound gates | 23 | 23 | 17.0
fa+ha+maj | 25 | 25 | 42.1
other cells | 2 | 3 | 0.942
[power groups by stage]
stage | registers [mW] | logic, mW | clock network [mW]
CTS | 0 | 0.139 | 0
global route | 0 | 0.155 | 0
finish | 0 | 0.135 | 0
[stage by stage]
| stage | utilization [%] | std cells |
|---|---|---|
| 2_1_floorplan | - | 105 |
| 3_3_place_gp | 33.9 | 179 |
| 3_5_place_dp | 33.9 | 179 |
| 4_1_cts | 33.9 | 179 |
| 5_1_grt | 33.9 | 179 |
| 6_report | 33.9 | 179 |
